$ cat flow/design.v
parameter q0_ln0_tx_rate = 1.25;
parameter q0_ln0_rx_rate = 1.25;
parameter q0_ln0_refclk_source = 0;
parameter q0_ln0_pll_sel = 2;
parameter q0_ln0_loopback_mode = "off";
parameter q0_ln0_pma_width = 10;
parameter q0_ln0_tx_gearbox = 1;
parameter q0_ln0_rx_gearbox = 1;
parameter q0_ln0_8b10b_encode = 1;
parameter q0_ln0_8b10b_decode = 0;
parameter q0_ln0_word_align = 0;
parameter q0_ln0_rx_bonding_clk_src_sel = "lane_rx_clk";
parameter q0_ln0_channel_bonding = 0;
parameter q0_ln0_channel_bounding_master_sel = 0;
parameter q0_ln0_channel_bonding_align_pattern = 8'h7C;
parameter q0_ln0_2nd_channel_bonding_align_pattern = 8'h7C;
parameter q0_ln0_2nd_channel_bonding_align_pattern_is_k = 0;
parameter q0_ln0_3rd_channel_bonding_align_pattern = 8'h7C;
parameter q0_ln0_3nd_channel_bonding_align_pattern_is_k = 0;
parameter q0_ln0_4th_channel_bonding_align_pattern = 8'h7C;
parameter q0_ln0_4nd_channel_bonding_align_pattern_is_k = 0;
parameter q0_ln0_channel_bonding_max_skew = 8;
parameter q0_ln0_rx_bonding_rd_start_depth = 16;
parameter q0_ln0_tx_if_mst_sel = 0;
parameter q0_ln0_tx_if_rd_start_depth = 16;
parameter q0_ln0_ctc_clk_src_sel = "fabric_clk";
parameter q0_ln0_ctc_2nd_pattern_is_k = 0;
parameter q0_ln0_ctc = 0;
parameter q0_ln0_two_words_ctc = 0;
parameter q0_ln0_ctc_pattern = 8'h7C;
parameter q0_ln0_ctc_2nd_pattern = 8'h7C;
parameter q0_ln0_ctc_rd_start_depth = 16;
parameter q0_refclk0_freq = 200;
module led (
    input           clk,
    input           rst_n,
    output [5:0]    led
);
reg [32:0] time_cnt;
reg [6:0] led_reg;
always @(posedge clk or negedge rst_n) begin
    if(!rst_n) begin
        time_cnt <= 'd0;
        led_reg <= 'd0;
    end
    else if(time_cnt < 50000000 / 8) begin
        time_cnt <= time_cnt + 'b1;
    end else begin
        time_cnt <= 'd0;
        if(led_reg[6]) begin
            led_reg[6:0] <= 'd1;
        end else begin
            led_reg <= (led_reg << 1) | 'b1 ;            
        end
    end
end
assign led[4:0] = ~led_reg[4:0];
endmodule
$ cat flow/run.sh
#!/bin/bash
# OpenROAD 26Q1-2900-gdf79404cd8, Yosys 0.63+post, stock flow scripts
make -C /OpenROAD-flow-scripts/flow DESIGN_CONFIG=/design/flow/config.mk WORK_HOME=/design/flow/orfs finish
$ cat flow/config.mk
export PLATFORM = sky130hd
export DESIGN_NAME = led
export DESIGN_NICKNAME = led
export VERILOG_FILES = /design/flow/design.v
export SDC_FILE = /design/flow/constraint.sdc
export NUM_CORES = 4
export LEC_CHECK = 1
export CORE_AREA = 10 10 107 107
export DIE_AREA = 0 0 117 117
$ cat flow/constraint.sdc
current_design led

set clk_period 3.4
set clk_io_pct 0.2

create_clock -name clk0 -period $clk_period [get_ports {clk}]

set non_clock_inputs [all_inputs -no_clocks]
set_input_delay [expr $clk_period * $clk_io_pct] -clock clk0 $non_clock_inputs
set_output_delay [expr $clk_period * $clk_io_pct] -clock clk0 [all_outputs]
==> impl_metrics.yaml <==
# synthesis and place-and-route metrics
finish:
  drive_gt1_share_pct: 9.091
  largest_reg_flops: 33
  area_growth_syn_to_layout_pct: 18.19
  num-fill-cells: 990
yosys:
  synthArstFlopShare_pct: 100.0
  ys_cells: 155
  fa_ha_area_share_pct: 0.7220
  syn-mean-instance-area_um2: 11.18
  yosys_register_bits: 40
  top_cells_by_area: "sky130_fd_sc_hd__dfrtp_1 58%, sky130_fd_sc_hd__nor2_1 6.1%, sky130_fd_sc_hd__xor2_1 6.1%"
  post_synth_num_cell_types: 29
  netlist.top_cell.by_area: "sky130_fd_sc_hd__dfrtp_1"
  synth_area_um2: 1733
  post_synth_inst_count: 155
  ys_sh_mux_pct: 3.610
  number_of_enable_flip_flop_cells: 0
  synth_largest_type_area_fraction_pct: 57.76
  ys_warn_count: 2
  synth-area-yosys_um2: 1733
  common_cells: "40 x sky130_fd_sc_hd__dfrtp_1, 28 x sky130_fd_sc_hd__nor2_1, 12 x sky130_fd_sc_hd__xor2_1, 9 x sky130_fd_sc_hd__nand2_1, 9 x sky130_fd_sc_hd__nand4_1"
  post_synth_ao_oa_area_fraction_pct: 2.744
  post_synth_and_or_nand_nor_area_fraction_pct: 20.87
  seq_area_frac_synth_pct: 57.76
  ff_type: "sky130_fd_sc_hd__dfrtp_1"
  synth-xor-area-share_pct: 10.11
  largest_non_sequential_cell_family_by_area: "simple AND/OR/NAND/NOR gates"
  synth_dominant_cell_count: "sky130_fd_sc_hd__dfrtp_1"
drt:
  ant_nets: 0
  n_antenna_cell: 0
  firstDrtPassIters: 2
  detailed_route_wire_length_per_cell_um: 9.624
  detail_route.drc_violations: 0
  dr_total_vias: 1098
  first_iter_violations: 30
  drt-total-wl_mm: 2.762
  route.detailed.vias_per_inst: 3.826
power_and_ir_drop:
  leakage_nw: 0.8492
  ir_worst_vdd_uv: 516.9
  report.power.total_w: 0.001055
  power_density_cells_nw_per_um2: 515.2
run_status:
  outcome: "complete, no violations"
place:
  hpwl_mm: 1.757
  io_port_bufs: 6
  place.gp.congestion: 0.7957
worst_setup_path:
  worst_r2r_startpoint: "time_cnt[10]$_DFF_PN0_"
  start_kind: "flop"
  critPathMostFrequentCell: "sky130_fd_sc_hd__o21ai_2"
  worstPathMaxFanout: 17
  critical_path_arrival_ns: 2.35
  critical_path.startpoint: "time_cnt[10]$_DFF_PN0_"
  cp-end-kind: "flop"
  cells_traversed_along_the_worst_timing_path: "nand4_1 -> nor4b_1 -> o21ai_2 -> o21ai_2 -> mux2_2"
  critical_path.max_stage_delay_ns: 0.62
  timing_worst_setup_path_type: "reg -> reg"
  worstPathRequired_ns: 3.58
  worst_path_max_delay_cell: "sky130_fd_sc_hd__o21ai_2"
final_timing:
  finalSetupViolCount: 0
  timing_max_transition_violations_final: 0
  fmax_ghz: 0.4627
  maxSlewHeadroom_pct: 48.50
  rsz0062_at_grt: "no"
  final_hold_viol_count: 0
  final_min_period_over_clock_period_pct: 63.56
  max_slew.worst_pin.slew_ns: 0.7724
  layout_min_cycle_time_ns: 2.161
  fin_setup_tns_ns: 0
  worst_clock_skew_ns: 0.006899
grt:
  globalRouteMet1Util_pct: 6.473
  grt_first_pass_wirelength_mm: 5.002
  layer_with_the_highest_usage: "met1"
  grt_use_met3_pct: 1.548
  groute.usage.overall_pct: 4.328
  grt_antenna_before_repair: 0
  leftover_overflow_at_the_end_of_global_routing: 0
  grt_pass1_vias: 1124
  met2_track_demand_over_resource_pct: 6.037
  grt_max_degree: 41
clock_tree:
  post_cts.resized_instances: 0
  clock_tree_from_tritoncts: "done"
  cts.root.buffer_cell: "sky130_fd_sc_hd__clkbuf_8"
  clk_latency_ns: 0.30
  cts-htree-levels: 2
  clk_transition_reported_paths_ns: 0.08
  cts-buffers-inserted: 5
  clock_path_buffers: 2
  post_cts.repair.setup_buffers: 0
  post_cts_hold_buffer_count: 0
  cts.sink_count: 40
job:
  openroad_warnings: 25
  maxCapViolCount: 0
floorplanning:
  core_area_um2: 9196
  row_count: 35
  die_area_um2: 13690
  fp-utilization_pct: 18.84
  boundaryPins: 8
  die_wd_um: 117
  die_y_um: 117
worst_hold_path:
  hold_path.class: "in -> async"
metal layers:
| metal | share of wire [%] | vias up |
|---|---|---|
| li1 | - | 550 |
| met1 | 52 | 529 |
| met2 | 42 | 13 |
| met3 | 5.4 | 6 |
| met4 | 1.1 | 0 |
| met5 | 0 | - |
per-stage QoR:
step / setup slack, ns / util (%) / hold slack, ns / area, um2 / std cells
finish: 1.239 / 22.27 / 0.4229 / 2048 / 287
CTS: 1.236 / 22.27 / 0.4375 / 2048 / 287
floorplan: 1.830 / - / 0.3844 / 1770 / 165
detailed placement: 1.263 / 21.02 / 0.4757 / 1933 / 279
global route: 1.016 / 22.27 / 0.4533 / 2048 / 287
global placement: 1.267 / 21.02 / 0.4691 / 1933 / 279
worst paths after layout:
check,slack (ns),depth (start not counted),endpoint
worst max-delay path,1.24,5,led_reg[6]$_DFFE_PN0P_
worst min-delay path,0.42,2,time_cnt[24]$_DFF_PN0_
worst max register to register,1.24,5,led_reg[6]$_DFFE_PN0P_
worst min register to register,0.48,1,time_cnt[0]$_DFF_PN0_
max in group asynchronous,2.63,2,time_cnt[10]$_DFF_PN0_
min in group clk0,0.48,1,time_cnt[0]$_DFF_PN0_
where the power goes:
group          leakage (nW)  internal (W)  switching, W
Clock                0.0548      0.000221      0.000175
Sequential            0.518      0.000515     0.0000222
Combinational         0.276     0.0000759     0.0000462
worst max-delay path, delay by kind of cell, from the launching register on:
family             cells  cell delay [ns]
AOI/OAI and AO/OA      2             0.72
and+or+nand+nor        2             0.49
DFF                    1             0.43
muxes                  1             0.41
cell usage in the layout (no fill, tap or decap), types with 2 or more instances in the layout:
cell type / n
sky130_fd_sc_hd__xor2_1: 12
sky130_fd_sc_hd__conb_1: 11
sky130_fd_sc_hd__nor2_1: 28
sky130_fd_sc_hd__clkbuf_8: 5
sky130_fd_sc_hd__mux2_2: 2
sky130_fd_sc_hd__buf_4: 2
sky130_fd_sc_hd__o21ai_2: 2
sky130_fd_sc_hd__inv_1: 6
sky130_fd_sc_hd__nand2b_1: 5
sky130_fd_sc_hd__nand2_1: 9
sky130_fd_sc_hd__mux2i_1: 4
sky130_fd_sc_hd__and4_1: 6
sky130_fd_sc_hd__nand3_1: 3
sky130_fd_sc_hd__clkdlybuf4s50_1: 5
sky130_fd_sc_hd__nor4_1: 4
sky130_fd_sc_hd__dfrtp_1: 40
sky130_fd_sc_hd__nand4_1: 9
sky130_fd_sc_hd__xnor2_1: 8
cells by family (layout without fill, tap and decap cells):
family,after synthesis,count (layout)
and+or+nand+nor,70,70
DFF,40,40
muxes,6,6
other,1,11
AOI/OAI and AO/OA,6,6
xor gates and xnor gates,20,20
adders and majority gates,1,1
buffers and inverters,11,22
layout make-up:
| type | count | area, um2 | share of cell area (%) |
|---|---|---|---|
| clock buffers | 5 | 68.82 | 3.360 |
| inverters | 6 | 22.52 | 1.100 |
| clock inverters | 3 | 46.29 | 2.260 |
| flip-flops and latches | 40 | 1001 | 48.87 |
| repair buffers | 8 | 70.07 | 3.421 |
| multi-input cells | 114 | 700.7 | 34.21 |
| well taps | 111 | 138.9 | 6.781 |
Power figures rest on the tool's default switching activity, not on a simulated workload.
