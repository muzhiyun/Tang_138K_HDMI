==> flow/design.v <==
parameter q0_ln0_tx_rate = 1.25;
parameter q0_ln0_rx_rate = 1.25;
parameter q0_ln0_refclk_source = 0;
parameter q0_ln0_pll_sel = 2;
parameter q0_ln0_loopback_mode = "off";
parameter q0_ln0_pma_width = 10;
parameter q0_ln0_tx_gearbox = 1;
parameter q0_ln0_rx_gearbox = 1;
parameter q0_ln0_8b10b_encode = 1;
parameter q0_ln0_8b10b_decode = 0;
parameter q0_ln0_word_align = 0;
parameter q0_ln0_rx_bonding_clk_src_sel = "lane_rx_clk";
parameter q0_ln0_channel_bonding = 0;
parameter q0_ln0_channel_bounding_master_sel = 0;
parameter q0_ln0_channel_bonding_align_pattern = 8'h7C;
parameter q0_ln0_2nd_channel_bonding_align_pattern = 8'h7C;
parameter q0_ln0_2nd_channel_bonding_align_pattern_is_k = 0;
parameter q0_ln0_3rd_channel_bonding_align_pattern = 8'h7C;
parameter q0_ln0_3nd_channel_bonding_align_pattern_is_k = 0;
parameter q0_ln0_4th_channel_bonding_align_pattern = 8'h7C;
parameter q0_ln0_4nd_channel_bonding_align_pattern_is_k = 0;
parameter q0_ln0_channel_bonding_max_skew = 8;
parameter q0_ln0_rx_bonding_rd_start_depth = 16;
parameter q0_ln0_tx_if_mst_sel = 0;
parameter q0_ln0_tx_if_rd_start_depth = 16;
parameter q0_ln0_ctc_clk_src_sel = "fabric_clk";
parameter q0_ln0_ctc_2nd_pattern_is_k = 0;
parameter q0_ln0_ctc = 0;
parameter q0_ln0_two_words_ctc = 0;
parameter q0_ln0_ctc_pattern = 8'h7C;
parameter q0_ln0_ctc_2nd_pattern = 8'h7C;
parameter q0_ln0_ctc_rd_start_depth = 16;
parameter q0_refclk0_freq = 200;
module tmds_channel
#(
    parameter int CN = 0
)
(
    input logic clk_pixel,
    input logic [7:0] video_data,
    input logic [3:0] data_island_data,
    input logic [1:0] control_data,
    input logic [2:0] mode,   
    output logic [9:0] tmds = 10'b1101010100
);
logic signed [4:0] acc = 5'sd0;
logic [8:0] q_m;
logic [9:0] q_out;
logic [9:0] video_coding;
assign video_coding = q_out;
logic [3:0] N1D;
logic signed [4:0] N1q_m07;
logic signed [4:0] N0q_m07;
always_comb
begin
    N1D = video_data[0] + video_data[1] + video_data[2] + video_data[3] + video_data[4] + video_data[5] + video_data[6] + video_data[7];
    case(q_m[0] + q_m[1] + q_m[2] + q_m[3] + q_m[4] + q_m[5] + q_m[6] + q_m[7])
        4'b0000: N1q_m07 = 5'sd0;
        4'b0001: N1q_m07 = 5'sd1;
        4'b0010: N1q_m07 = 5'sd2;
        4'b0011: N1q_m07 = 5'sd3;
        4'b0100: N1q_m07 = 5'sd4;
        4'b0101: N1q_m07 = 5'sd5;
        4'b0110: N1q_m07 = 5'sd6;
        4'b0111: N1q_m07 = 5'sd7;
        4'b1000: N1q_m07 = 5'sd8;
        default: N1q_m07 = 5'sd0;
    endcase
    N0q_m07 = 5'sd8 - N1q_m07;
end
logic signed [4:0] acc_add;
integer i;
always_comb
begin
    if (N1D > 4'd4 || (N1D == 4'd4 && video_data[0] == 1'd0))
    begin
        q_m[0] = video_data[0];
        for(i = 0; i < 7; i++)
            q_m[i + 1] = q_m[i] ~^ video_data[i + 1];
        q_m[8] = 1'b0;
    end
    else
    begin
        q_m[0] = video_data[0];
        for(i = 0; i < 7; i++)
            q_m[i + 1] = q_m[i] ^ video_data[i + 1];
        q_m[8] = 1'b1;
    end
    if (acc == 5'sd0 || (N1q_m07 == N0q_m07))
    begin
        if (q_m[8])
        begin
            acc_add = N1q_m07 - N0q_m07;
            q_out = {~q_m[8], q_m[8], q_m[7:0]};
        end
        else
        begin
            acc_add = N0q_m07 - N1q_m07;
            q_out = {~q_m[8], q_m[8], ~q_m[7:0]};
        end
    end
    else
    begin
        if ((acc > 5'sd0 && N1q_m07 > N0q_m07) || (acc < 5'sd0 && N1q_m07 < N0q_m07))
        begin
            q_out = {1'b1, q_m[8], ~q_m[7:0]};
            acc_add = (N0q_m07 - N1q_m07) + (q_m[8] ? 5'sd2 : 5'sd0);
        end
        else
        begin
            q_out = {1'b0, q_m[8], q_m[7:0]};
            acc_add = (N1q_m07 - N0q_m07) - (~q_m[8] ? 5'sd2 : 5'sd0);
        end
    end
end
always_ff @(posedge clk_pixel) acc <= mode != 3'd1 ? 5'sd0 : acc + acc_add;
logic [9:0] control_coding;
always_comb
begin
    unique case(control_data)
        2'b00: control_coding = 10'b1101010100;
        2'b01: control_coding = 10'b0010101011;
        2'b10: control_coding = 10'b0101010100;
        2'b11: control_coding = 10'b1010101011;
    endcase
end
logic [9:0] terc4_coding;
always_comb
begin
    unique case(data_island_data)
        4'b0000 : terc4_coding = 10'b1010011100;
        4'b0001 : terc4_coding = 10'b1001100011;
        4'b0010 : terc4_coding = 10'b1011100100;
        4'b0011 : terc4_coding = 10'b1011100010;
        4'b0100 : terc4_coding = 10'b0101110001;
        4'b0101 : terc4_coding = 10'b0100011110;
        4'b0110 : terc4_coding = 10'b0110001110;
        4'b0111 : terc4_coding = 10'b0100111100;
        4'b1000 : terc4_coding = 10'b1011001100;
        4'b1001 : terc4_coding = 10'b0100111001;
        4'b1010 : terc4_coding = 10'b0110011100;
        4'b1011 : terc4_coding = 10'b1011000110;
        4'b1100 : terc4_coding = 10'b1010001110;
        4'b1101 : terc4_coding = 10'b1001110001;
        4'b1110 : terc4_coding = 10'b0101100011;
        4'b1111 : terc4_coding = 10'b1011000011;
    endcase
end
logic [9:0] video_guard_band;
generate
    if (CN == 0 || CN == 2)
        assign video_guard_band = 10'b1011001100;
    else
        assign video_guard_band = 10'b0100110011;
endgenerate
logic [9:0] data_guard_band;
generate
    if (CN == 1 || CN == 2)
        assign data_guard_band = 10'b0100110011;
    else
        assign data_guard_band = control_data == 2'b00 ? 10'b1010001110
            : control_data == 2'b01 ? 10'b1001110001
            : control_data == 2'b10 ? 10'b0101100011
            : 10'b1011000011;
endgenerate
always @(posedge clk_pixel)
begin
    case (mode)
        3'd0: tmds <= control_coding;
        3'd1: tmds <= video_coding;
        3'd2: tmds <= video_guard_band;
        3'd3: tmds <= terc4_coding;
        3'd4: tmds <= data_guard_band;
    endcase
end
endmodule
==> flow/run.sh <==
#!/bin/bash
# OpenROAD 26Q1-2900-gdf79404cd8, Yosys 0.63+post, stock flow scripts
make -C /OpenROAD-flow-scripts/flow DESIGN_CONFIG=/design/flow/config.mk WORK_HOME=/design/flow/orfs finish
==> flow/config.mk <==
export PLATFORM = sky130hd
export DESIGN_NAME = tmds_channel
export DESIGN_NICKNAME = tmds_channel
export VERILOG_FILES = /design/flow/design.v
export SDC_FILE = /design/flow/constraint.sdc
export NUM_CORES = 4
export LEC_CHECK = 1
export CORE_UTILIZATION = 40
==> flow/constraint.sdc <==
current_design tmds_channel

set clk_period 8.2
set clk_io_pct 0.2

create_clock -name clk0 -period $clk_period [get_ports {clk_pixel}]

set non_clock_inputs [all_inputs -no_clocks]
set_input_delay [expr $clk_period * $clk_io_pct] -clock clk0 $non_clock_inputs
set_output_delay [expr $clk_period * $clk_io_pct] -clock clk0 [all_outputs]
==> impl_metrics.csv <==
group,metric,value,unit
synth,ys_cells,317,
setup_path,critPathSlowestCell,"fa_1",
die,rows,28,
setup_path,crit_family,"adder cells",
synth,synthArstFlopShare,0,
setup_path,cp.arrival,9.37,ns
place,io_buffers,27,
route,firstDrtPassIters,4,
clock_network,cts-root-buf,"clkbuf_8",
setup_path,crit_buf_inv,5,
die,core,6030,sq um
place,dp.cells,457,
grt,grt_pass1_vias,2196,
route,drt_iter0_drc,157,
synth,yosys_warnings,1,
grt,grt_max_degree,20,
clock_network,tritoncts,"done",
setup_path,worst-setup-path-type,"primary input to flop",
synth,synth_area_per_cell,8.05,sq um
final_timing,finalCritPeriodShare,1.13,
finish,instances_no_fill,475,
synth,ys_seq_frac,0.149,
synth,ys.flops,14,
final_timing,timing.slew.headroom,0.612,
clock_network,clockBufferDepth,2,
clock_network,worstSkewPairLatency,0.24,ns
route,routedWlPerCell,12.7,um
die,die_w,81.9,um
setup_path,ff2ff_setup_slack,5.47,ns
die,die-area,6700,sq um
clock_network,clkTransAtPathRegs,0.06,ns
flow_run,warnings,42,
worst_hold_path,hold_path.class,"flop to flop",
finish,layout-drive-gt1-share,0.313,
synth,edf_count,10,
synth,area_leaders,"ha_1 (14%), edfxtp_1 (12%), fa_1 (7.1%), a21oi_1 (5.1%), xnor2_1 (4.5%)",
route,num_antenna_cells,0,
clock_network,cts.sinks,14,
run_status,failed_checks,"negative setup slack",
flow_run,maxCapViolations,0,
final_timing,final-hold-violation-count,0,
finish,syn2layout_area_growth,41.2,%
synth,yosys_area,2550,sq um
synth,synthDistinctLibCells,63,
route,postRouteAntennaNets,0,
route,vias,2469,
final_timing,setup_tns,-9.09,ns
synth,syn_area,2550,sq um
final_timing,clock_skew,0.00560,ns
grt,grt_util_all_layers,0.198,
synth,synthFlopType,"edfxtp_1",
synth,yosysTopAreaCellShare,0.142,
grt,globalRoute.totalOverflow,0,
final_timing,rsz0062_at_grt,"true",
synth,synth_top_cell_by_area,"ha_1",
final_timing,max_freq,0.108,GHz
clock_network,postCtsHoldBufs,0,
final_timing,period_needed,9.24,ns
setup_path,crit_path_frequent_cell,"fa_1",
synth,synthCells,317,
final_timing,holdWs,0.646,ns
die,die_h,81.9,um
clock_network,cts_buffers,3,
setup_path,cp_max_fo,5,
setup_path,crit_required,8.33,ns
place,hpwl,4860,um
grt,antenna_found_initial,0,
die,fp_util,0.423,
clock_network,htreeDepth,1,
final_timing,setup_ws,-1.04,ns
route,drc,0,
setup_path,cp-end-kind,"flop",
run_status,status,"finished, violations left",
finish,final_util,0.598,
grt,grt_pass1_wl,10200,um
setup_path,start_kind,"primary input",
die,ioPinCount,28,
route,drt_wl_total,6010,um
final_timing,finalSetupViolations,13,
final_timing,tightest_slew,0.580,ns
finish,n_fill_cell,525,
place,finalWeightedCongestion,0.879,
final_timing,finalMaxSlewViolations,0,
route,vias_per_cell,5.20,
setup_path,slowest_delay,0.53,ns
==> path summary, 6_finish.rpt <==
path / start / endpoint / cells past startpoint
setup / recovery: video_data[0] / acc[4]$_SDFF_PN0_ / 33
hold / removal: acc[1]$_SDFF_PN0_ / acc[1]$_SDFF_PN0_ / 2
setup reg to reg: acc[2]$_SDFF_PN0_ / acc[4]$_SDFF_PN0_ / 12
hold reg to reg: acc[1]$_SDFF_PN0_ / acc[1]$_SDFF_PN0_ / 2
==> tightest hold or removal path, delay by kind of cell, from the launching register on <==
family / cells / cell delay (ns)
flip-flops: 1 / 0.36
AND/OR/NAND/NOR: 1 / 0.10
adder cells (fa/ha/maj): 1 / 0.15
==> metrics by stage <==
stage | worst slack, ns | cell area [sq um]
after floorplan | -1.56 | 2680
after global placement | -1.71 | 3360
after detailed placement | -1.84 | 3360
after CTS | -1.12 | 3500
after global routing | -1.38 | 3600
final | -1.04 | 3600
==> cell usage after synthesis (8+ instances only) <==
| cell type | number |
|---|---|
| a21oi_1 | 26 |
| clkbuf_1 | 12 |
| edfxtp_1 | 10 |
| fa_1 | 9 |
| ha_1 | 29 |
| inv_1 | 23 |
| nand2_1 | 23 |
| nand2b_1 | 8 |
| nor2_1 | 25 |
| nor3_1 | 12 |
| o21ai_0 | 13 |
| xnor2_1 | 13 |
| xor2_1 | 8 |
==> cells in the final DEF, fill, tap and decap left out, types with 3 or more instances in the layout <==
| cell | instances |
|---|---|
| edfxtp_1 | 10 |
| o211ai_1 | 3 |
| a21oi_1 | 24 |
| mux2i_1 | 3 |
| nand2b_1 | 7 |
| a21o_1 | 3 |
| a31oi_1 | 3 |
| clkbuf_8 | 4 |
| dfxtp_1 | 4 |
| nand2_1 | 19 |
| nor3_1 | 11 |
| nand3_1 | 7 |
| xnor2_2 | 6 |
| o21ai_1 | 6 |
| a2111oi_0 | 3 |
| o21ai_0 | 12 |
| xor2_1 | 7 |
| xnor2_4 | 3 |
| nand2_2 | 3 |
| o22ai_1 | 3 |
| nor2_1 | 25 |
| inv_2 | 6 |
| or2_2 | 3 |
| clkdlybuf4s50_1 | 24 |
| fa_1 | 7 |
| ha_1 | 25 |
| xnor2_1 | 10 |
| a211oi_1 | 6 |
| and2_1 | 3 |
| buf_4 | 68 |
| nor2b_1 | 7 |
| inv_1 | 17 |
==> logic make-up after synthesis <==
logic type | Yosys count | share of synthesized area
multiplexers | 3 | 0.0118
AND/OR/NAND/NOR | 101 | 0.196
flip-flops | 14 | 0.149
buffers and inverters | 44 | 0.0701
XOR/XNOR | 29 | 0.130
AND-OR/OR-AND | 88 | 0.230
adder cells (fa/ha/maj) | 38 | 0.213
==> registers in the layout (all words and copies together), names as in the netlist <==
signal / flops
tmds: 10
acc: 4
==> cell type report <==
class | count | area (sq um) | share of cell area
Inverter | 26 | 110 | 0.0306
Tap cell | 75 | 93.8 | 0.0260
Clock buffer | 4 | 55.1 | 0.0153
Multi-Input combinational cell | 259 | 2150 | 0.597
Timing Repair Buffer | 97 | 813 | 0.226
Sequential cell | 14 | 380 | 0.106
==> repair_timing <==
action	CTS	global route
gates cloned	0	0
setup endpoints to repair	13	13
pin swaps	29	29
buffers inserted	7	8
resized	24	10
==> layer usage <==
layer,GRT usage,share of wire
met5,0,0
met4,0.0140,0.0012
met3,0.0135,0.056
met2,0.277,0.42
met1,0.348,0.52
